==> ./design.v <==
`timescale 1ns / 1ps
module Divisor(
     input clk_1M,
	  input reset,
     output reg clk_1k
     );
	  reg [15:0]q;
	  always @ (negedge clk_1M)
	   if (reset)
		begin
		q <= 0;
		clk_1k <= 0;
		end
		else if (q == 49999 )
		begin
		q <= 0;
		clk_1k <= ~clk_1k;
		end
		else
		q <= q + 1;
endmodule
==> ./run.sh <==
#!/bin/bash
# OpenROAD 26Q1-2900-gdf79404cd8, Yosys 0.63+post, stock flow scripts
make -C /OpenROAD-flow-scripts/flow DESIGN_CONFIG=/design/flow/config.mk WORK_HOME=/design/flow/orfs finish
==> ./config.mk <==
export PLATFORM = sky130hd
export DESIGN_NAME = Divisor
export DESIGN_NICKNAME = Divisor
export VERILOG_FILES = /design/flow/design.v
export SDC_FILE = /design/flow/constraint.sdc
export NUM_CORES = 4
export LEC_CHECK = 1
export CORE_AREA = 10 10 75 75
export DIE_AREA = 0 0 85 85
==> ./constraint.sdc <==
current_design Divisor

set clk_period 2.2
set clk_io_pct 0.2

create_clock -name clk0 -period $clk_period [get_ports {clk_1M}]

set non_clock_inputs [all_inputs -no_clocks]
set_input_delay [expr $clk_period * $clk_io_pct] -clock clk0 $non_clock_inputs
set_output_delay [expr $clk_period * $clk_io_pct] -clock clk0 [all_outputs]
==> out/metrics.yaml <==
final_layout:
  fill_cells: 417
  synthToLayoutAreaGrowth_pct: 26.5
  lay_top_cells: "inv_1 (23), dfxtp_1 (16), nor2_1 (14), xnor2_1 (8), nand4_1 (5)"
  layout.cells.most_common: "inv_1"
  layout-drive-gt1-share_pct: 10.8
worst_setup_path:
  cp-start-kind: "register"
  crit_type: "reg2out"
  crit_buf_inv: 1
  path_delay_family: "flip-flops"
  crit_chain: "buf_2"
  cp.arrival_ps: 1840
  cpMaxStageDelayCell: "dfxtp_2"
  crit_required_ps: 1760
  endpoint_kind: "output port"
  critPathMaxStageDelay_ps: 310
  crit_fanout: 2
logic_synthesis:
  ys_sh_simple_pct: 31.8
  syn_avg_cell_area_sq_um: 8.83
  synth_warnings: 1
  yosysChipArea_sq_um: 768
  ys_sh_adder_pct: 1.63
  synth_cell_types: 25
  synthCells: 87
  ys_seq_share_pct: 44.3
  ys_cells: 87
  ys_sh_mux_pct: 0
  aoi_share_pct: 5.54
  synth_area_sq_um: 768
  ys_sh_xor_pct: 12.5
  topCombFamilyByArea: "simple AND/OR/NAND/NOR gates"
  synth_flop_count: 17
cts:
  post_cts_buffers: 0
  clk_path_buf_depth: 2
  cts_max_level: 1
  cts-resized-gates: 4
  cts_root_buf: "clkbuf_8"
  clock_latency_ps: 330
  ctsHoldBuffers: 0
  cts_tree: "done"
  clock-sinks: 17
  clk_pin_slew_ps: 40
  cts_buffers: 3
job:
  tool_warnings: 44
  maxCapViolCount: 0
final_timing:
  slew_viol_final: 0
  setup_slack_ps: -78.7
  setup_violations: 1
  rsz0062_at_grt: "yes"
  max_slew.worst_pin.slew_ps: 381
  holdWs_ps: 485
  timing.final.hold_violations: 0
  fin_worst_skew_ps: 16.2
  slew-limit-headroom_pct: 74.2
  final.setup.tns_ps: -78.7
route:
  drt-initial-drc-count: 30
  diodes: 0
  wirelength_microns: 1520
  avgRoutedWirePerCell_microns: 9.42
  avgViaCountPerCell: 4.27
  drc_errors: 0
  vias: 688
  ant_nets: 0
  first_pass_iters: 4
floorplan:
  fp_util_pct: 18.9
  die_y_microns: 85
  core_area_sq_um: 4060
  die_area_sq_um: 7230
  fp.dieW_microns: 85
  row_count: 23
  pin_count: 3
placement:
  place.detailed.hpwl_microns: 956
  gp_congestion: 0.821
  io_buffers: 2
  place_worst_setup_slack_ps: -286
global_route:
  grt_pass1_vias: 757
  track_usage_pct: 4.36
  antenna_found_initial: 0
  overflow: 0
  grt_pass1_wl_microns: 2850
  grt_max_degree: 10
pwr:
  vdd_drop_max_mv: 0.254
  leakage_nw: 0.392
  power-per-cell-area_nw_per_um2: 705
worst_hold_path:
  hold_class: "reg2reg"
outcome:
  status: "complete, but fails checks"
  violations: "setup timing"
## through the flow
step           instances  power [W]  cell area, sq um  util (%)
5_1_grt              161   0.000749               972      24.0
3_5_place_dp         141   0.000395               871      21.5
4_1_cts              161   0.000703               972      24.0
6_report             161   0.000685               972      24.0
3_3_place_gp         141   0.000394               871      21.5
2_1_floorplan         87   0.000385               768         -
## kinds of logic after synthesis
kind of cell / Yosys count
and+or+nand+nor: 43
xor gates and xnor gates: 11
buffers and inverters: 8
adders and majority gates: 1
AOI/OAI and AO/OA: 7
DFF: 17
## power by group
part / internal (W) / switching (W) / leakage [nW] / total, W
clock network: 0.000165 / 0.000180 / 0.117 / 0.000344
logic: 0.00000981 / 0.00000934 / 0.137 / 0.0000192
registers: 0.000315 / 0.00000623 / 0.138 / 0.000322
total: 0.000490 / 0.000195 / 0.392 / 0.000685
## sequential cells by signal, indices dropped and copies added (netlist names)
register	flops
q	16
clk_1k	1
## layout make-up
class,count,area [sq um],area share [%]
Tap cell,50,62.6,6.44
Clock inverter,18,67.6,6.95
Timing Repair Buffer,6,45.0,4.63
Clock buffer,3,41.3,4.25
Inverter,5,18.8,1.93
Sequential cell,17,342,35.1
Multi-Input combinational cell,62,395,40.7
## synthesized netlist by cell type
library cell   n  area (sq um)
or3_1          2          12.5
nor4_1         2          12.5
nor4b_1        1          8.76
xor2_1         3          26.3
nand3_2        1          10.0
a21oi_1        3          15.0
o21ai_0        2          10.0
ha_1           1          12.5
and3_1         1          6.26
and4_1         1          8.76
dfxtp_1       17           340
nand4_2        1          12.5
nand4_1        5          31.3
buf_2          2          10.0
nand2_1        3          11.3
inv_1          6          22.5
o21a_1         1          7.51
or4_4          1          11.3
nor4bb_1       2          20.0
nand3_1        4          20.0
xnor2_1        8          70.1
o21ba_1        1          10.0
nor2_1        14          52.6
nand2b_1       1          6.26
nor3_1         4          20.0
## per-layer routing
layer / global-route usage (%) / up-vias / wire length, microns
li1: - / 350 / -
met1: 5.42 / 322 / 771
met2: 6.13 / 14 / 670
met3: 2.02 / 2 / 70
met4: 2.25 / 0 / 4
met5: 0 / - / 0
## path summary, 6_finish.rpt
| check | from | end | slack, ps | depth (start not counted) |
|---|---|---|---|---|
| worst max-delay path | clk_1k | clk_1k | -80 | 1 |
| worst min-delay path | q[0] | q[0] | 490 | 1 |
| worst max register to register | q[5] | q[14] | 550 | 4 |
| worst min register to register | q[0] | q[0] | 490 | 1 |
Power and IR drop assume default switching activity.
